==> ./design.v <==
module doubleDabble(
   input [7:0] binario,
   output reg [7:0] bcd				 
   );
integer i;
always @(binario) begin
	bcd=0;		 	
	for (i=0;i<8;i=i+1) begin									 
		if (bcd[3:0] >= 5) bcd[3:0] = bcd[3:0] + 3;		 
		if (bcd[7:4] >= 5) bcd[7:4] = bcd[7:4] + 3;
		bcd = {bcd[7:0],binario[7-i]};							 
    end
end
endmodule 
==> ./run.sh <==
#!/bin/bash
# OpenROAD 26Q1-2900-gdf79404cd8, Yosys 0.63+post, stock flow scripts
make -C /OpenROAD-flow-scripts/flow DESIGN_CONFIG=/design/flow/config.mk WORK_HOME=/design/flow/orfs finish
==> ./config.mk <==
export PLATFORM = sky130hd
export DESIGN_NAME = doubleDabble
export DESIGN_NICKNAME = doubleDabble
export VERILOG_FILES = /design/flow/design.v
export SDC_FILE = /design/flow/constraint.sdc
export NUM_CORES = 4
export LEC_CHECK = 1
export CORE_AREA = 10 10 70 70
export DIE_AREA = 0 0 80 80
==> ./constraint.sdc <==
current_design doubleDabble

set clk_period 4.6
set clk_io_pct 0.2

create_clock -name clk0 -period $clk_period

set non_clock_inputs [all_inputs -no_clocks]
set_input_delay [expr $clk_period * $clk_io_pct] -clock clk0 $non_clock_inputs
set_output_delay [expr $clk_period * $clk_io_pct] -clock clk0 [all_outputs]
==> CHANGELOG.md <==
### Changed

* Mux share at 0.111
* Tot GR Track Use at 0.0743
* PD cells at approximately 320 nW/um2
* P_int at 312 uW
* Routability cong. at 0.856
* Inserted Diodes at 0
* MaxCap Viol Count at 0
* Die y size at 80 um
* Sequential share of power at 0
* Synth Seq Share at 0
* HP Class: input pin to output pin
* Initial antenna violation count at 0
* Required @ worst endpoint at between 3000 and 4000 ps
* Core area at 3420 um2
* Yosys cell count at between 100 and 150
* Adder Share, Synth at 0.178
* Grt total ovfl at 0
* Final Cell Area at 1670 um2
* TritonRoute pass-1 iters at 4
* Antenna-violating nets left at 0
* Worst EP arrival at 5090 ps
* Area reported by Yosys stat at 845 um2
* Largest stage delay, worst path at 330 ps
* Largest net degree at the start of global routing at 13
* Synth Instances at 113
* Synth Cell Area at 845 um2
* Total power at between 500 and 600 uW
* Commonest cells after routing, fill and taps aside: 50 x buf_4, 9 x inv_1, 8 x nor2_1
* Slew headroom at 0.754
* Setup violators final at 7
* Synthesis-to-layout area growth at 97.2%
* Stages on the worst setup path at 27
* Iter 0 DRT Violations at 39
* Top logic family: AND-OR/OR-AND gates
* First-pass GRT wire length at about 4.2 mm
* Critical path's top delay family: AND-OR/OR-AND gates
* Horiz. Die Dim at 80 um
* # DRC at 0
* P_leak at 0.740 nW
* # IOs at 16
* Final wirelength at 2.46 mm
* Crit path max-delay cell type: mux2_4
* Clock share of power at 0
* Flop count at 0
* Worst-Margin Slew at 368 ps
* Xor+xnor area frac at 0.0622
* Number of global-route vias before repair at 993
* Log Warnings at 40
* Area fraction in compound gates at 0.361
* Yosys cell types at between 40 and 50
* Routed wire per std cell at 11.1 um
* Hold Path Cell Cnt at 0
* RSZ-0062 raised after global routing: yes
* Final hold vios at 0
* Crit Path Max Fanout at 3
* # rows at 21
* Synth warnings at 1
* Wire length on met3 at about 70 um
* Fill cells at 314
* Basic Gates by Area at 0.204
* Cycle use final at 1.31
* Logic pwr share at 1.000
* Top logic cell by instance count in the layout: buf_4
* M1 WL at 1.19 mm
* Placement Cell Area at 1450 um2
* Vias per std cell at 4.82
* Total number of vias at roughly 1100
* Avg Synthesized Cell Area at approximately 7.5 um2
* HPWL after DPL at ~1.8 mm
* Critical path endpoint category: output pin
* Setup CP Type: input pin to output pin
* Register area at 0 um2
* Startpoint types: input pin
* Final min period at ~6000 ps
* Worst path buffer plus inverter count at 5
* Peak VDD IR at 0.144 mV
* FP Core Util at 0.247
* Share of cells above drive strength 1 at 0.629
* Final worst slack at -1410 ps
* Outcome: finished with violations
* CP most frequent cell: ha_2
* Uppermost layer routed: met3
* Wire length on met2 at around 1.2 mm
* Die area at 6400 um2
* Max Fclk at between 150 and 200 MHz
* Port bufs at 14
* Max-slew violation count at 0
* Failing checks: setup timing
* Clock Buffer Count at 0
* Psw at 216 uW
* Switching Share at 0.409
-- metrics by stage --
| stage | std cells | utilization | setup slack (ps) | hold slack, ps | TNS, ps |
|---|---|---|---|---|---|
| final | 221 | 0.488 | -1410 | 1840 | -7960 |
| after global routing | 221 | 0.488 | -1600 | 1840 | -9390 |
| after CTS | 215 | 0.457 | -1480 | 1840 | -8620 |
| after detailed placement | 206 | 0.425 | -2330 | 1840 | -13840 |
| after global placement | 206 | 0.425 | -2280 | 1840 | -13760 |
| after floorplan | 113 | - | -1100 | 1910 | -5180 |
-- worst paths after layout --
kind / from / to / slack [ps]
worst max-delay path: binario[5] / bcd[6] / -1410
worst min-delay path: binario[0] / bcd[0] / 1840
-- cells by family (layout without fill, tap and decap cells) --
logic type      count (synthesis)  in the layout
simple gates                   33             33
fa+ha+maj                      12             12
compound gates                 38             38
xor+xnor                        6              6
buf+inv                        17             79
mux                             7              7
-- layout make-up --
type | instances | area, um2 | area share
tap | 46 | 57.6 | 0.0346
timing repair buffer | 67 | 524 | 0.315
inverter | 12 | 62.6 | 0.0376
multi-input combinational | 96 | 1020 | 0.613
-- routing by layer --
metal  vias to the layer above  global-route usage
li1                        544                   -
met1                       501               0.101
met2                        21               0.132
met3                         0             0.00455
met4                         0                   0
met5                         -                   0
-- power by group through the flow --
stage	Combinational [mW]	Clock, mW	Sequential, mW
CTS	0.481	0	0
global route	0.578	0	0
finish	0.528	0	0
-- Yosys cell counts (2+ instances only) --
master	n	area share
nand2b_1	4	0.030
buf_2	2	0.012
clkbuf_1	2	0.0089
a211oi_1	3	0.027
a21oi_1	7	0.041
nor2_1	8	0.036
mux2_2	2	0.027
nor2b_1	4	0.030
inv_1	12	0.053
a211o_1	2	0.021
nand2_1	3	0.013
mux2i_1	2	0.024
nand3_1	2	0.012
o21ai_1	4	0.024
nor3_1	5	0.030
o21ai_0	3	0.018
ha_1	12	0.18
nor2_2	2	0.015
and3_1	2	0.015
xnor2_1	6	0.062
-- what timing repair did --
item,4_1_cts,5_1_grt
gates resized,42,19
hold buffers,0,0
pin swaps,18,16
setup endpoints to repair,7,7
setup buffers,9,7
Power figures rest on the tool's default switching activity, not on a simulated workload.
