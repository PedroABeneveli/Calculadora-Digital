## ./design.v

```verilog
module teclado (
	inout  logic [35:0] 	GPIO_1,
	input  logic 			CLOCK_50,
	output logic [3:0] 	tecla,
	output logic  			ready
	);
	wire [3:0] lin,col;
	assign col={GPIO_1[9],GPIO_1[11],GPIO_1[13],GPIO_1[14]};
	assign {GPIO_1[15],GPIO_1[17],GPIO_1[19],GPIO_1[21]}=lin;
	controlador U0 (.clk(CLOCK_50), .linhaN(lin),.colunaN(col),.tecla(tecla),.ready(ready));
endmodule
module controlador (
	input   		clk,
	output reg [3:0] linhaN,
	input 	  [3:0] colunaN,
	output reg [3:0] tecla,
	output ready
	);
	wire [3:0] linha,coluna;
	assign linhaN=~linha;
	assign coluna=~colunaN;
	wire [7:0] valor;
	integer contador;
	initial
		begin
			linha<=4'b0001;
			tecla<=4'b0000;
			ready<=1'b0;
		end
		assign valor={linha,cold};
	always @(posedge clk)
		if (contador>=1000000 && ~ready)
		begin	
			contador<=0;
			if(linha==4'b1000)
				linha<=4'b0001;
			else
				linha<=linha<<1;
		end
		else
			contador<=contador+1;
	assign ready = (valor[3:0]==4'b0000 ? 1'b0 : 1'b1);
	always @(posedge clk)
			case (valor)
				8'b00010001: tecla<=4'b0001;
				8'b00010010: tecla<=4'b0010;
				8'b00010100: tecla<=4'b0011;		
				8'b00011000: tecla<=4'b1010;
				8'b00100001: tecla<=4'b0100;
				8'b00100010: tecla<=4'b0101;
				8'b00100100: tecla<=4'b0110;		
				8'b00101000: tecla<=4'b1011;
				8'b01000001: tecla<=4'b0111;
				8'b01000010: tecla<=4'b1000;
				8'b01000100: tecla<=4'b1001;		
				8'b01001000: tecla<=4'b1100;
				8'b10000001: tecla<=4'b1111;
				8'b10000010: tecla<=4'b0000;
				8'b10000100: tecla<=4'b1110;		
				8'b10001000: tecla<=4'b1101;
				default: tecla<=tecla;
			endcase
wire [3:0] cold;
Debouncer d0 (.iClock(clk),.iBouncy(coluna[0]), .oPulse(), .oState(cold[0]));
Debouncer d1 (.iClock(clk),.iBouncy(coluna[1]), .oPulse(), .oState(cold[1]));
Debouncer d2 (.iClock(clk),.iBouncy(coluna[2]), .oPulse(), .oState(cold[2]));
Debouncer d3 (.iClock(clk),.iBouncy(coluna[3]), .oPulse(), .oState(cold[3]));
endmodule
module Debouncer
(
	input wire iClock,
	input wire iBouncy,
	output reg oPulse,
	output reg oState
);
reg [1:0] FF = 2'b0;
always @(posedge iClock)
	FF <= { FF[0], iBouncy };
reg [18:0] Counter = 19'b0;
wire [18:0] NextCounter;
wire CarryOut;
assign { CarryOut, NextCounter } = Counter + 1'b1;
always @(posedge iClock)
	if (^FF)
		Counter <= 19'b0;
	else if (!CarryOut)
		Counter <= NextCounter;
reg State = 1'b0;
always @(posedge iClock)
	if (CarryOut)
		State <= FF[1];
assign oState = State;
assign oPulse = State != FF[1] && CarryOut && !State;
endmodule
```

## ./run.sh

```bash
#!/bin/bash
# OpenROAD 26Q1-2900-gdf79404cd8, Yosys 0.63+post, stock flow scripts
make -C /OpenROAD-flow-scripts/flow DESIGN_CONFIG=/design/flow/config.mk WORK_HOME=/design/flow/orfs finish
```

## ./config.mk

```make
export PLATFORM = sky130hd
export DESIGN_NAME = teclado
export DESIGN_NICKNAME = teclado
export VERILOG_FILES = /design/flow/design.v
export SDC_FILE = /design/flow/constraint.sdc
export NUM_CORES = 4
export LEC_CHECK = 1
export CORE_UTILIZATION = 40
```

## ./constraint.sdc

```tcl
current_design teclado

set clk_period 5.9
set clk_io_pct 0.2

create_clock -name clk0 -period $clk_period [get_ports {CLOCK_50}]

set non_clock_inputs [all_inputs -no_clocks]
set_input_delay [expr $clk_period * $clk_io_pct] -clock clk0 $non_clock_inputs
set_output_delay [expr $clk_period * $clk_io_pct] -clock clk0 [all_outputs]
```

==> impl_results.html <==
<h2>Implementation results</h2>
<table>
<tr><th>Metric</th><th>Value</th></tr>
<tr><th colspan="2">Run status</th></tr>
<tr><td>Run status</td><td>aborted with a tool error</td></tr>
<tr><td>Stage reached</td><td>4_1_cts</td></tr>
<tr><td>Halt Reason</td><td>[error] [KeplerFormal.cpp:679] Workflow failed: Iso has multiple drivers: .GPIO_117, _0593_.Y0</td></tr>
<tr><th colspan="2">Clock network</th></tr>
<tr><td>Clock tree sinks</td><td>128</td></tr>
<tr><td>Post-CTS Hold Fix Bufs</td><td>0</td></tr>
<tr><td>Count of buffers added by post-CTS timing repair for setup</td><td>0</td></tr>
<tr><td>Number of levels in the clock H-tree</td><td>4</td></tr>
<tr><td>Max Buffers Root-to-Sink</td><td>2</td></tr>
<tr><td>Number of CTS-inserted buffers</td><td>17</td></tr>
<tr><td>Buffer type at the clock tree root</td><td>sky130_fd_sc_hd__clkbuf_16</td></tr>
<tr><td>Resized cells post-CTS</td><td>0</td></tr>
<tr><th colspan="2">Synthesis</th></tr>
<tr><td>Most used DFF post-synth</td><td>sky130_fd_sc_hd__dfxtp_1</td></tr>
<tr><td>Mean area per synthesized cell</td><td>8.89 um2</td></tr>
<tr><td>Post-Syn Instances</td><td>693</td></tr>
<tr><td>Area share of the largest cell type after synthesis</td><td>between 30% and 40%</td></tr>
<tr><td>Yosys Instances</td><td>693</td></tr>
<tr><td>Proportion of synthesized flip-flops having asynchronous set or reset</td><td>0%</td></tr>
<tr><td>Cell type contributing the most total cell area after synthesis</td><td>sky130_fd_sc_hd__dfxtp_1</td></tr>
<tr><td>Proportion of synthesized chip area in sequential cells</td><td>43.6%</td></tr>
<tr><td>Largest cells by area</td><td>sky130_fd_sc_hd__dfxtp_1, sky130_fd_sc_hd__xnor2_1, sky130_fd_sc_hd__nor2_1, sky130_fd_sc_hd__edfxtp_1, sky130_fd_sc_hd__xor2_1</td></tr>
<tr><td>Synthesized flop and latch total</td><td>128</td></tr>
<tr><td>Area of the mapped netlist</td><td>0.00616 mm2</td></tr>
<tr><td>Number of distinct library cells after synthesis</td><td>71</td></tr>
<tr><td>Synthesized chip area reported by yosys</td><td>0.00616 mm2</td></tr>
<tr><td>Flip-flops with a built-in enable</td><td>12</td></tr>
<tr><td>Most instantiated cells after synthesis</td><td>sky130_fd_sc_hd__dfxtp_1, sky130_fd_sc_hd__nor2_1, sky130_fd_sc_hd__xnor2_1, sky130_fd_sc_hd__nand2_1, sky130_fd_sc_hd__nand3_1</td></tr>
<tr><td>Count of warnings emitted by yosys</td><td>9</td></tr>
<tr><th colspan="2">Final timing</th></tr>
<tr><td>Endpoints left unconstrained</td><td>32</td></tr>
<tr><th colspan="2">Die</th></tr>
<tr><td>Top-level I/O count</td><td>42</td></tr>
<tr><td>Pre-placement core utilization</td><td>41.7%</td></tr>
<tr><td>Width of the die</td><td>126 um</td></tr>
<tr><td>Row cnt</td><td>44</td></tr>
<tr><td>Die span in y</td><td>126 um</td></tr>
<tr><th colspan="2">Place</th></tr>
<tr><td>PortBufs</td><td>4</td></tr>
<tr><td>Placer congestion estimate</td><td>roughly 0.91</td></tr>
<tr><td>Post-DP HPWL</td><td>7450 um</td></tr>
</table>
-- cells by family after synthesis --
kind of cell / Yosys count / share of synthesized area (%)
multiplexers: 5 / 0.833
XOR/XNOR: 78 / 11.1
flip-flops: 128 / 43.6
AND/OR/NAND/NOR: 325 / 27.9
buffers and inverters: 48 / 3.98
AND-OR/OR-AND: 102 / 11.4
adder cells (fa/ha/maj): 6 / 1.22
other: 1 / 0.0609
-- per-stage QoR --
step / std cells / worst slack (ps) / utilization [%] / instance area, um2 / hold WS, ps
floorplan: 693 / 3790 / - / 6160 / 349
global placement: 863 / 3560 / 43.0 / 6340 / 353
detailed placement: 863 / 3590 / 43.0 / 6340 / 358
