[flow/run.sh]
#!/bin/bash
# OpenROAD 26Q1-2900-gdf79404cd8, Yosys 0.63+post, stock flow scripts
make -C /OpenROAD-flow-scripts/flow DESIGN_CONFIG=/design/flow/config.mk WORK_HOME=/design/flow/orfs finish
[flow/design.v]
module modulo_num(
	input logic [7:0] numero,
	output logic [7:0] modulo
);
assign modulo = numero[7] ? (~numero + 1'b1) : numero;
endmodule 
module inverte(
	input [3:0] valor,
	output [3:0] notValor
);
assign notValor = ~valor;
endmodule 
[flow/constraint.sdc]
current_design modulo_num

set clk_period 2.4
set clk_io_pct 0.2

create_clock -name clk0 -period $clk_period

set non_clock_inputs [all_inputs -no_clocks]
set_input_delay [expr $clk_period * $clk_io_pct] -clock clk0 $non_clock_inputs
set_output_delay [expr $clk_period * $clk_io_pct] -clock clk0 [all_outputs]
[flow/config.mk]
export PLATFORM = sky130hd
export DESIGN_NAME = modulo_num
export DESIGN_NICKNAME = modulo_num
export VERILOG_FILES = /design/flow/design.v
export SDC_FILE = /design/flow/constraint.sdc
export NUM_CORES = 4
export LEC_CHECK = 1
export CORE_AREA = 10 10 70 70
export DIE_AREA = 0 0 80 80
==> summary.txt <==
Summary of the current implementation state.

- The mapped netlist covers around 150 sq um.
- Summed over its instances, the top area cell type makes up 29.9% of the synthesized netlist area.
- The synthesis-to-layout area growth is 178%, for reference.
- After its last routability iteration, the placer logged a weighted congestion of 0.736.
- The cell count after synthesis came out at 21.
- The via count of the first global-routing pass is 195.
- The number of different library cells used by synthesis comes to 12.
- The initial antenna violation count is 0, for reference.
- Global routing finished with a remaining overflow of 0.
- The run finished with clean final reports.
- The startpoint of the tightest hold check path is numero[1], for reference.
- The fraction of final layout cells sized beyond drive strength 1 is 26.2%, for reference.
- The multi-input logic area is 145 sq um, for reference.
- The final critical-path setup slack is ~0.15 ns, for reference.
- The mean cell area of the mapped netlist is between 6 and 7 sq um, for reference.
- The remaining max-slew budget at the tightest pin is 77.8%, for reference.
- The total cells reported by yosys after synthesis is 21, for reference.
- The final standard cell count with taps included and fillers excluded is about 88, for reference.
- The total global routing track utilization is 1.96%, for reference.
- The sort of element at the end of the critical path is a primary output, for reference.
- The power density of the placed cells is 144 nW/um^2, for reference.
- In the final report, the number of hold violations comes to 0.
- The smallest hold slack is 1.51 ns, for reference.
- The number of hold buffers added after CTS was 0.
- Summing all flip-flop and latch instances after layout gives 0 sq um.
- The detailed placer's ending HPWL is 569 um, for reference.
- The class of the most critical hold timing path is primary input to primary output, for reference.
- Warnings raised by the tools during the run amount to 32.
- The first-pass GRT wire length is 1070 um, for reference.
- The placement report lists the number of port buffers as 16.
- After synthesis, flip-flops and latches occupy 0% of the total area.
- The critical path start-end classification is primary input to primary output, for reference.
- The number of nets with antenna violations after routing is 0, for reference.
- In this build the clock could be raised as far as 444 MHz.
- The synthesis report lists the Yosys warning total as 0.
- The final power report lists total power as 58.4 uW.
- The vertical die dimension is 80 um, for reference.
- The detailed router placed 217 vias in this run.
- The detail-routed via count per cell is 2.47, for reference.
- After synthesis, the cell types taking the most area are sky130_fd_sc_hd__xnor2_1 30%, sky130_fd_sc_hd__ha_1 8.5%, sky130_fd_sc_hd__nand2b_1 8.5%.
- The most frequently used cell type in the post-synthesis netlist is sky130_fd_sc_hd__xnor2_1, for reference.
- In this run the maximum-capacitance check reported violations numbering 0.
- Looking at the critical path, the highest net fanout was 2.
- TritonRoute reported its final design rule violation total as 0.
- The cell row count is 21, for reference.
- The clock period could shrink to 2.25 ns.
- Setup repair after global routing left no endpoint under its margin.
- The synthesis run shows the most used standard cells to be 5 x sky130_fd_sc_hd__xnor2_1, 3 x sky130_fd_sc_hd__inv_1, 2 x sky130_fd_sc_hd__nand2_1, 2 x sky130_fd_sc_hd__nand2b_1, 2 x sky130_fd_sc_hd__o21ai_0.
- The critical path required time is 1.92 ns, for reference.
- The number of primary I/O pins is 16, for reference.
- The total number of sequential cells is 0, for reference.
- The startpoint class of the critical path is a primary input, for reference.
- The number of diodes added for antenna fixing is 0, for reference.
- For the pin with the worst max-slew slack, the measured transition is 0.332 ns.
- The detailed router finished its first iteration with 6 violations.
- According to the floorplan report, the die width is 80 um.
- The top cell type by total area after synthesis is sky130_fd_sc_hd__xnor2_1, for reference.
- Entering global routing, the biggest net connects 9 pins.
- The critical path arrival is 1.77 ns, for reference.
- The core footprint is approximately 3400 sq um, for reference.
- The worst voltage drop across the vdd grid is 0.0000160 V, for reference.
- The final critical path takes up 93.8% of the cycle.
- The final number of setup-violating endpoints is 0, for reference.
- The average wire per standard cell is 7.49 um, for reference.
- In the finished layout, the clock tree contains a buffer count of 0.
- According to the timing report, the critical path is launched from numero[4].
- Per the placement report, the placed cell count is 86.
- The final layout report lists a filler cell count of 402.
- Summed over all cells, the static leakage comes to 0.172 nW.
- Logged for this run, the post-placement worst setup slack is -0.265 ns.
- The wire length after detailed routing is 659 um, for reference.
- The pre-antenna-repair detailed-routing pass consisted of 2 iterations.
- The chip area is 6400 sq um, for reference.
- After synthesis, the chip area reported by Yosys is 146 sq um.
- Before placement the cells fill between 4 and 5% of the core.
- The count of final max-slew check failures is 0, for reference.
## critical path, cell delays in order
cell                              delay [ns]
sky130_fd_sc_hd__clkdlybuf4s50_1        0.42
sky130_fd_sc_hd__or3_4                  0.40
sky130_fd_sc_hd__o21ai_2                0.13
sky130_fd_sc_hd__xnor2_1                0.12
sky130_fd_sc_hd__dlygate4sd2_1          0.22
## kinds of logic after synthesis
family	share of synthesized area [%]
buffers and inverters	12.8
AND-OR/OR-AND	18.8
XOR/XNOR	29.9
AND/OR/NAND/NOR	29.9
adder cells (fa/ha/maj)	8.55
## routing by layer
layer  GRT usage [%]  vias to the layer above  routed length (um)
met4               0                        0                   0
li1                -                      114                   -
met5               0                        -                   0
met3            1.36                        0                 134
met1            2.64                       91                 275
met2            2.65                       12                 248
## layout make-up
class                           instances  share of cell area, %
Inverter                                3                   2.77
Multi-Input combinational cell         17                   35.7
Tap cell                               46                   14.2
Timing Repair Buffer                   22                   47.4
## layout by cell type (no fill, tap or decap)
master | synthesis | layout
sky130_fd_sc_hd__o21ai_0 | 2 | 1
sky130_fd_sc_hd__o21ai_2 | 0 | 1
sky130_fd_sc_hd__ha_1 | 1 | 1
sky130_fd_sc_hd__o21ai_1 | 1 | 1
sky130_fd_sc_hd__dlymetal6s2s_1 | 0 | 1
sky130_fd_sc_hd__o31ai_4 | 0 | 1
sky130_fd_sc_hd__nor4_1 | 1 | 1
sky130_fd_sc_hd__buf_2 | 0 | 1
sky130_fd_sc_hd__xnor2_1 | 5 | 5
sky130_fd_sc_hd__dlygate4sd2_1 | 0 | 8
sky130_fd_sc_hd__clkdlybuf4s50_1 | 0 | 6
sky130_fd_sc_hd__nand2_1 | 2 | 2
sky130_fd_sc_hd__nand2b_1 | 2 | 2
sky130_fd_sc_hd__buf_4 | 1 | 6
sky130_fd_sc_hd__or3_4 | 1 | 2
sky130_fd_sc_hd__inv_1 | 3 | 3
## worst paths after layout
| check | endpoint | slack [ns] | cells after the start |
|---|---|---|---|
| worst max-delay path | modulo[6] | 0.15 | 5 |
| worst min-delay path | modulo[1] | 1.51 | 4 |
## metrics by stage
step	area [sq um]	setup TNS [ns]	utilization [%]
final	407	0	11.9
after global routing	407	0	11.9
after CTS	404	0	11.8
after detailed placement	387	-1.02	11.3
after global placement	387	-0.935	11.3
after floorplan	146	0	-
## what timing repair did
item                                    in CTS  in global routing
pin swaps                                    6                  0
buffers inserted                             2                  0
endpoints found under the hold margin        0                  0
gates resized                               15                  1
endpoints found under the setup margin       7                  3
## power breakdown
| part | switching, mW | internal (mW) | leakage [nW] | total (mW) |
|---|---|---|---|---|
| clock | 0 | 0 | 0 | 0 |
| combinational | 0.0199 | 0.0386 | 0.172 | 0.0584 |
| sequential | 0 | 0 | 0 | 0 |
| total | 0.0199 | 0.0386 | 0.172 | 0.0584 |
Power figures rest on the tool's default switching activity, not on a simulated workload.
